**/design/flow/design.v**
```verilog
module WB (
  input               MEM_WB_mem_to_reg ,
  input        [31:0] MEM_WB_mem_data   ,
  input        [31:0] MEM_WB_alu_out    ,
  output logic [31:0] wb_data           
);
always_comb begin : proc_mem_wb_register
  wb_data = (MEM_WB_mem_to_reg) ? MEM_WB_mem_data : MEM_WB_alu_out;
end
endmodule : WB
```
**/design/flow/run.sh**
```bash
#!/bin/bash
# OpenROAD 26Q1-2900-gdf79404cd8, Yosys 0.63+post, stock flow scripts
make -C /OpenROAD-flow-scripts/flow DESIGN_CONFIG=/design/flow/config.mk WORK_HOME=/design/flow/orfs finish
```
**/design/flow/config.mk**
```make
export PLATFORM = sky130hd
export DESIGN_NAME = WB
export DESIGN_NICKNAME = WB
export VERILOG_FILES = /design/flow/design.v
export SDC_FILE = /design/flow/constraint.sdc
export NUM_CORES = 4
export LEC_CHECK = 1
export CORE_AREA = 10 10 71 71
export DIE_AREA = 0 0 81 81
```
**/design/flow/constraint.sdc**
```tcl
current_design WB

set clk_period 1.0
set clk_io_pct 0.2

create_clock -name clk0 -period $clk_period

set non_clock_inputs [all_inputs -no_clocks]
set_input_delay [expr $clk_period * $clk_io_pct] -clock clk0 $non_clock_inputs
set_output_delay [expr $clk_period * $clk_io_pct] -clock clk0 [all_outputs]
```
==> Changelog: implementation <==
### Changed

* P&R area growth vs syn at 192.6%
* Max-area cell share at 82.76%
* Worst slew pin tran at 0.1105 ns
* Final wirelength at 2.945 mm
* RSZ-0062 raised after global routing: yes
* Die Footprint at 6561 µm²
* GPL Wtd Cong at 0.8093
* Init Core Util at 14.98%
* Post-CTS Setup Inserts at 0
* Final-layout clock buffer total at 0
* Slowest cell on the critical path: mux2_4
* CP arrival at 0.89 ns
* Outcome: complete, but fails checks
* YS chip area at 544.3 µm²
* Mean Syn Cell Area at 15.12 µm²
* Site row count at 22
* Uppermost routed layer: met3
* Final slew viol count at 0
* Antenna Nets Post-Route at 0
* Die Y at 81 µm
* Post-synth seq share at 0%
* Avg WL per Cell at 16.01 µm
* Max FO, Critical Path at 8
* Relative slew margins at 92.63%
* First drt pass iteration count at 2
* Maximum VDD drop at 0.0001696 V
* Via Count at 706
* DR vias/cell at 3.837
* Post-DP HPWL at 2.534 mm
* Largest net degree at the start of global routing at 9
* Maximum Capacitance Violations at 0
* Yosys Warn Count at 1
* Gr usage total at 8.085%
* Post-synth area hogs: mux2_4 83%, buf_12 11%, mux2_2 4.1%
* IO Port Bufs at 97
* Initial antenna violation count at 0
* Routed wl met2 at 1.493 mm
* OpenROAD warnings at 34
* Grt ovf at 0
* Worst path cell trace: buf_16 -> buf_12 -> mux2_4 -> buf_6
* First-pass GRT wire length at 4.181 mm
* HP Class: input pin to primary output
* CP Capture Point: wb_data[24]
* Pwr/cell area at 396.8 nW/µm²
* Routed met3 length at 347 µm
* Critical path data required time at 0.80 ns
* Seq_cells at 0
* Die Wd at 81 µm
* Final period util at 109.1%
* CP peak stage delay at 0.29 ns
* I/O pins at 97
* Hold Violations, Final at 0
* Crit path launch type: input pin
* Inserted Diodes at 0
* Core area at 3633 µm²
* Yosys cell count at 36
* Cell type with the largest total area: mux2_4
* Critical path type: input pin to primary output
* Detailed-route DRC error count at 0
* Register area at 0 µm²
* Cts hold-fix bufs at 0
* Synth cell types at 4
* Peak Freq at 916.8 MHz
* Place WS at -0.5194 ns
* Crit path launch: MEM_WB_mem_to_reg
* Post-layout min period at 1.091 ns
* Violated checks: setup timing
* Met1 wire length at 1.105 mm
* Design Power at 0.6320 mW
* Drt first-iter violations at 7
* Mapped Area at 544.3 µm²
* Leakage power at 0.8596 nW
* Vias in the first global route at 787
* Share of cells above drive strength 1 at 52.94%
* Setup WS post-layout at -0.09070 ns
* Setup violations, final at 31
* Synth top cell by count: mux2_4
* Top cells by count: 30 x mux2_4, 3 x buf_12, 2 x mux2_2
* Syn Inst Count at 36
* CP Capture Type: primary output
==> area by class of cell <==
type | count | area (µm²)
timing repair buffer | 104 | 1052
multi-input combinational | 32 | 480.5
tap | 48 | 60.06
fill | 369 | 2041
==> kinds of logic after synthesis <==
kind of cell / count (synthesis) / synth area share, %
mux: 32 / 86.90
buf+inv: 4 / 13.10
==> critical path: cells and delay by family <==
| family | cells | cell delay, ns |
|---|---|---|
| muxes | 1 | 0.29 |
| buffers and inverters | 3 | 0.39 |
==> layer usage <==
metal	track usage (%)	up-vias
li1	-	341
met3	3.229	0
met1	9.483	315
met5	0	-
met4	0	0
met2	14.41	50
==> power by group <==
group / internal [mW] / total [mW] / switching, mW
sequential: 0 / 0 / 0
combinational: 0.490 / 0.632 / 0.142
clock: 0 / 0 / 0
==> how the worst min path moves through the flow <==
| stage | from | end | cells past startpoint | slack [ns] |
|---|---|---|---|---|
| CTS | MEM_WB_alu_out[29] | wb_data[29] | 3 | 0.78 |
| global route | MEM_WB_mem_data[29] | wb_data[29] | 3 | 0.79 |
| finish | MEM_WB_mem_data[29] | wb_data[29] | 3 | 0.77 |
==> cells in the final DEF, fill, tap and decap left out, drive strengths merged <==
master	count
mux2	32
buf	40
clkdlybuf4s15	2
dlygate4sd2	62
==> stage by stage <==
stage	utilization, %	instances	instance area, µm²	hold slack (ns)	TNS, ns
final	43.84	184	1593	0.7699	-2.607
after global placement	42.56	180	1546	1.188	-15.91
after detailed placement	42.56	180	1546	1.201	-15.94
after global routing	43.84	184	1593	0.7922	-3.156
after floorplan	-	36	544.3	0.4977	0
after CTS	42.08	184	1529	0.7755	-2.744
==> timing repair <==
item	CTS	global route
endpoints found under the setup margin	32	32
gates resized	185	11
gates cloned	4	0
endpoints found under the hold margin	0	0
Power is estimated from default activity; no workload was simulated.
