--- design.v ---
module EX (
  input               clk               ,     
  input               reset_n           ,   
  input               ID_EX_mem_to_reg  ,
  input               ID_EX_reg_write   ,
  input               ID_EX_mem_write   ,
  input               ID_EX_mem_read    ,
  input               ID_EX_alu_src     ,
  input        [ 1:0] ID_EX_alu_op      ,
  input        [31:0] ID_EX_data1       ,
  input        [31:0] ID_EX_data2       ,
  input        [31:0] ID_EX_imm_gen     ,
  input        [ 4:0] ID_EX_rs1         ,
  input        [ 4:0] ID_EX_rs2         ,
  input        [ 4:0] ID_EX_rd          ,
  input        [ 3:0] ID_EX_inst_func   ,
  input        [ 1:0] forward_a         ,
  input        [ 1:0] forward_b         ,
  input        [31:0] wb_data           ,
  output logic [31:0] EX_MEM_alu_out    ,
  output logic        EX_MEM_mem_to_reg ,
  output logic        EX_MEM_reg_write  ,
  output logic        EX_MEM_mem_write  ,
  output logic        EX_MEM_mem_read   ,
  output logic [31:0] EX_MEM_dataB      ,
  output logic [ 4:0] EX_MEM_rd         ,
  output logic [31:0] alu_out           
);
logic [31:0] dataA;
logic [31:0] dataB;
logic [ 3:0] alu_ctrl;
logic [31:0] alu_inB;
localparam [3:0]  ADD = 4'b0010,
                  SUB = 4'b0110,
                  AND = 4'b0000,
                  OR  = 4'b0001,
                  XOR = 4'b0111;
localparam [1:0]  R = 2'b10,
                  I = 2'b00,
                  B = 2'b01;
always_comb begin : proc_alu_control
  case (ID_EX_alu_op)
  I: alu_ctrl = ADD;
  B: alu_ctrl = SUB;
  R: begin
      case (ID_EX_inst_func)
      4'b0000: alu_ctrl = ADD;
      4'b1000: alu_ctrl = SUB;
      4'b0111: alu_ctrl = AND;
      4'b0110: alu_ctrl = OR ;
      4'b0100: alu_ctrl = XOR;
        default : alu_ctrl = 4'b1111;
      endcase
  end
    default : alu_ctrl = 4'b1111;
  endcase
end
always_comb begin : proc_ALU
  case (forward_a)
  2'b01: dataA = wb_data;
  2'b10: dataA = EX_MEM_alu_out;
    default : dataA = ID_EX_data1;
  endcase
  case (forward_b)
  2'b01: dataB = wb_data;
  2'b10: dataB = EX_MEM_alu_out;
    default : dataB = ID_EX_data2;
  endcase
  alu_inB = (ID_EX_alu_src) ? ID_EX_imm_gen : dataB;
  case (alu_ctrl)
  ADD: alu_out = dataA + alu_inB;
  SUB: alu_out = dataA - alu_inB;
  AND: alu_out = dataA & alu_inB;
  OR : alu_out = dataA | alu_inB;
  XOR: alu_out = dataA ^ alu_inB;
    default : alu_out = dataA;
  endcase
end
always_ff @(posedge clk or negedge reset_n) begin : proc_EX_MEM_register
  if(~reset_n) begin
    EX_MEM_alu_out    <= 0;
    EX_MEM_mem_to_reg <= 0;
    EX_MEM_reg_write  <= 0;
    EX_MEM_mem_write  <= 0;
    EX_MEM_mem_read   <= 0;
    EX_MEM_dataB      <= 0;
    EX_MEM_rd         <= 0;
  end
  else begin
    EX_MEM_alu_out    <= alu_out;
    EX_MEM_mem_to_reg <= ID_EX_mem_to_reg;
    EX_MEM_reg_write  <= ID_EX_reg_write;
    EX_MEM_mem_write  <= ID_EX_mem_write;
    EX_MEM_mem_read   <= ID_EX_mem_read;
    EX_MEM_dataB      <= dataB;
    EX_MEM_rd         <= ID_EX_rd;
  end
end
endmodule : EX
--- run.sh ---
#!/bin/bash
# OpenROAD 26Q1-2900-gdf79404cd8, Yosys 0.63+post, stock flow scripts
make -C /OpenROAD-flow-scripts/flow DESIGN_CONFIG=/design/flow/config.mk WORK_HOME=/design/flow/orfs finish
--- config.mk ---
export PLATFORM = sky130hd
export DESIGN_NAME = EX
export DESIGN_NICKNAME = EX
export VERILOG_FILES = /design/flow/design.v
export SDC_FILE = /design/flow/constraint.sdc
export NUM_CORES = 4
export LEC_CHECK = 1
export CORE_UTILIZATION = 40
--- constraint.sdc ---
current_design EX

set clk_period 22.3
set clk_io_pct 0.2

create_clock -name clk0 -period $clk_period [get_ports {clk}]

set non_clock_inputs [all_inputs -no_clocks]
set_input_delay [expr $clk_period * $clk_io_pct] -clock clk0 $non_clock_inputs
set_output_delay [expr $clk_period * $clk_io_pct] -clock clk0 [all_outputs]
==> COMMIT_EDITMSG <==
Update PnR metrics after Yosys + OpenROAD run

- During I/O placement, the number of pins put on the boundary was 265.
- The worst-case max-slew headroom was logged as 0.419.
- CTS saw 73 sinks.
* Number of synthesized flops with an enable pin: 0
- Per the OpenROAD floorplan log, the height of the die is 143 um.
- Avg WL per Cell: 20.9 um
- Part of the cycle the worst path needs: 0.693
- Critical Path Max Stage Delay: 0.55 ns
* Core region area: 19500 um^2
- Synthesis warning total: 1
* Endpoint arrival time on the critical path: 11.00 ns
- The initial antenna violation count was 2.
- Clock tree buffer depth: 2
- Final HPWL from detailed placement: 25.4 mm
* Unique masters post-synth: 68
* Total vias in the final route: 8213
- Result of the run: completed
* Root Buffer Master: sky130_fd_sc_hd__clkbuf_16
- Data required time of the critical path: 17.84 ns
- The critical path is of the in2out type.
- Top cells by area: sky130_fd_sc_hd__dfrtp_1 23%, sky130_fd_sc_hd__ha_1 17%, sky130_fd_sc_hd__a21oi_1 7.7%
- Setup repair after global routing missed its margin: no
- The multi-input combinational cells in the finished layout cover a total of 5570 um^2.
- The most critical setup path has its startpoint at forward_b[0].
* Number of global-route vias before repair: 7312
- HP Class: reg2reg
* Fraction of final layout cells with drive strength greater than 1: 0.0512
- Global-route total usage across every layer: 0.308
- # fillers: 1801
- Number of cells in the yosys synthesis report: 1005
- Synthesis handed over a netlist of 1005 instances.
- Measured on the finished design, the core utilization comes to 0.565.
- On the worst setup and hold paths after CTS, the clock-pin slew comes to 0.06 ns.
* Static Leakage: 0.00481 uW
* Number of detailed-route iterations in the first pass: 5
- Summing over the stages, the warning tally comes to 77.
- In the final layout, the registers with the most flip-flops are EX_MEM_alu_out (32), EX_MEM_dataB (32), EX_MEM_rd (5).
* Power per unit of standard cell area: 65.9 nW/um^2
- Before any placement, the netlist area is recorded as 8000 um^2.
- The critical path maximum fanout is 70.
- For the final database, setup skew stands at 0.00810 ns.
- Overall chip area: 20600 um^2
- On met2, the global router reports a usage of 0.398.
- Yosys reports a chip area of 8000 um^2.
- Clock latency reported for the late side of the worst-skew pair: 0.34 ns
- TritonCTS built the clock tree.
- In this run the number of H-tree levels came out at 3.
- Transition at the pin with the smallest max-transition slack: 0.862 ns
* Final tally of setup violations: 0
* Placed Area: 10700 um^2
- Looking at the post-CTS report, the setup buffer insertion count equals 0.
- Drt initial violations: 596
* Cts-stage hold buffer count: 0
- Resized cells post-CTS: 0
* Max-cap violations: 0
- For this run, global-route usage on met1 was measured as 0.502.
* Cell area after layout: 11000 um^2
- The average instance in the mapped netlist occupies 7.96 um^2.
- Per the run report, area growth between synthesis and finish was 37.9%.
* Yosys top cell by area: sky130_fd_sc_hd__dfrtp_1
- In this run the critical register-to-register path is captured at EX_MEM_alu_out[30]$_DFF_PN0_.
* Die span in x: 143 um
- Final routed DRC violation total: 0
- Cts bufs inserted: 9
- Recorded from the global router log, the overflow total was 0.
* Largest net degree at the start of global routing: 71
- Once detail routing completed, the nets flagged for antenna violations numbered 0.
- Wires add up to 31.4 mm.
- Count of standard-cell rows: 51
- Once synthesis finished, the tally of register bits stood at 73.
- Wire length of the first global-routing pass: 46.1 mm
* Top cell excl fill/tap: sky130_fd_sc_hd__clkdlybuf4s50_1
- Looking at hold timing, the worst path starts from EX_MEM_alu_out[20]$_DFF_PN0_.
* Worst hold slack across all endpoints: 0.614 ns
- Clock period minus final worst setup slack: 15.46 ns
* Cell type of the slowest stage on the worst timing path: sky130_fd_sc_hd__mux2i_1
- Vias per std cell: 5.48
* Depth of the worst register-to-register path: 20
* Share of synthesized registers carrying an async set or reset: 1.00
- Per the cell usage report, the commonest logic cells after layout are 252 x sky130_fd_sc_hd__clkdlybuf4s50_1, 123 x sky130_fd_sc_hd__a21oi_1, 105 x sky130_fd_sc_hd__ha_1.
* Count of buffers from port buffering: 254
* Routability-driven placement congestion ratio: 0.925
* CP endpoint kind: primary output
* Hold Violations, Final: 0
- STA reports a reg2reg setup slack of 16.97 ns.
* Placed cells: 1479
* List of cells traversed by the critical path: clkdlybuf4s50_1 > inv_1 > ha_2 > buf_4 > o21ai_1 > mux2i_1 > ha_1 > nand2b_1 > nor3_2 > o21ai_1 > nand2b_1 > nand2_1 > xnor2_1 > ha_1 > a21oi_1 > nor2b_1 > or4b_1 > o22a_1 > a311oi_1 > a21oi_1 > xnor2_1 > o22ai_1 > clkdlybuf4s50_1
- Post-synth the commonest register cell is sky130_fd_sc_hd__dfrtp_1.
- Critical path launch point type: input port
- Source of the worst register-to-register timing path: EX_MEM_alu_out[0]$_DFF_PN0_
* Sequential cell area in the final layout: 1830 um^2
- The floorplan step records an initial core utilization of 0.409.
* Final std cells w/o fill: 1499
* End of the critical path: alu_out[30]
- Total count of max-transition violations in the final report: 0
- Fmax: 64.7 MHz
- GR Util met3: 0.100
* Peak supply drop: 0.0410 mV
* Post-synth seq share: 0.228
- Share of the synthesized area in the top cell type: 0.228
- The global routing stage identified its most utilized layer as met1.
- Final-layout setup total negative slack: 0 ns
[worst min path at each step]
stage                                end  slack (ns)  cells after the start
CTS           EX_MEM_dataB[20]$_DFF_PN0_        0.61                      2
global route  EX_MEM_dataB[20]$_DFF_PN0_        0.66                      2
finish        EX_MEM_dataB[20]$_DFF_PN0_        0.61                      2
[final cells by class]
| type | instances | area share |
|---|---|---|
| timing repair buffer | 267 | 0.239 |
| sequential | 73 | 0.166 |
| inverter | 88 | 0.0300 |
| clock inverter | 7 | 0.00863 |
| multi-input combinational | 786 | 0.506 |
| antenna | 4 | 0.000908 |
| tap | 265 | 0.0301 |
| clock buffer | 9 | 0.0204 |
[per-layer routing]
metal,up-vias,part of all wire
met3,21,0.11
met4,0,0.016
met2,338,0.39
met1,3774,0.49
li1,4080,-
met5,-,0
[synth_stat cells, types with 6 or more instances]
cell                       count
sky130_fd_sc_hd__o21a_1       18
sky130_fd_sc_hd__a21oi_1     123
sky130_fd_sc_hd__a221oi_1     26
sky130_fd_sc_hd__mux2_2        9
sky130_fd_sc_hd__buf_6         6
sky130_fd_sc_hd__xnor2_1      49
sky130_fd_sc_hd__nand2b_1      8
sky130_fd_sc_hd__dfrtp_1      73
sky130_fd_sc_hd__nor2b_1      10
sky130_fd_sc_hd__xor2_1        9
sky130_fd_sc_hd__inv_1        87
sky130_fd_sc_hd__nor3_1        8
sky130_fd_sc_hd__o21ai_0      66
sky130_fd_sc_hd__o21ai_1      23
sky130_fd_sc_hd__a22oi_1      59
sky130_fd_sc_hd__nand2_1      81
sky130_fd_sc_hd__o31ai_1       6
sky130_fd_sc_hd__buf_2         6
sky130_fd_sc_hd__nor2_1       66
sky130_fd_sc_hd__buf_1         8
sky130_fd_sc_hd__nor4_1        6
sky130_fd_sc_hd__o31a_1        7
sky130_fd_sc_hd__ha_1        107
sky130_fd_sc_hd__a31oi_1       8
sky130_fd_sc_hd__a21o_1       11
sky130_fd_sc_hd__clkbuf_1     36
[worst max-delay path: cells and delay by family]
family,cells,cell delay (ns)
AND-OR/OR-AND,7,1.77
XOR/XNOR,2,0.31
adder cells (fa/ha/maj),3,0.92
buffers and inverters,4,1.59
multiplexers,1,0.55
AND/OR/NAND/NOR,6,1.39
[cell families (layout without fill, tap and decap cells)]
family | Yosys count | after routing | share of synthesized area
muxes | 13 | 13 | 0.0177
xor gates and xnor gates | 58 | 58 | 0.0635
AOI/OAI and AO/OA | 394 | 394 | 0.319
DFF | 73 | 73 | 0.228
and+or+nand+nor | 213 | 213 | 0.126
other | 0 | 4 | 0
buffers and inverters | 146 | 371 | 0.0761
adders and majority gates | 108 | 108 | 0.170
[metrics by stage]
step | power [uW] | setup slack (ns)
2_1_floorplan | 380 | 8.89
3_3_place_gp | 565 | 6.92
3_5_place_dp | 566 | 6.93
4_1_cts | 725 | 6.90
5_1_grt | 777 | 6.39
6_report | 726 | 6.84
[where the power goes]
group | internal (uW) | total [uW] | switching, uW
Clock | 97.9 | 156 | 58.4
Combinational | 193 | 396 | 203
Sequential | 156 | 174 | 18.4
Power and IR drop assume default switching activity.
