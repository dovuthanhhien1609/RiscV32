### constraint.sdc
current_design IF

set clk_period 12.7
set clk_io_pct 0.2

create_clock -name clk0 -period $clk_period [get_ports {clk}]

set non_clock_inputs [all_inputs -no_clocks]
set_input_delay [expr $clk_period * $clk_io_pct] -clock clk0 $non_clock_inputs
set_output_delay [expr $clk_period * $clk_io_pct] -clock clk0 [all_outputs]
### run.sh
#!/bin/bash
# OpenROAD 26Q1-2900-gdf79404cd8, Yosys 0.63+post, stock flow scripts
make -C /OpenROAD-flow-scripts/flow DESIGN_CONFIG=/design/flow/config.mk WORK_HOME=/design/flow/orfs finish
### design.v
module IF (
	input clk,     
	input reset_n,   
	input [31:0] pc_branch, 
	input pc_write,
	input pc_control,   
	input IF_flush,
	input IF_ID_write,
	output logic [31:0] IF_ID_pc,
	output logic [31:0] IF_ID_inst
);
logic [31:0] pc_next;
logic [31:0] pc_pre;
logic [31:0] pc_ff;
logic [31:0] pc;
logic [31:0] inst;
always_comb begin : proc_pc_control
  pc_next  = pc_ff + 32'h0004;
  pc_pre   = pc_control ? pc_branch : pc_next;
  pc       = pc_write ? pc_pre : pc_ff;
end
always_ff @(posedge clk or negedge reset_n) begin : proc_pc_ff
  if(~reset_n) begin
    pc_ff <= 0;
  end 
  else if(pc_write) begin
    pc_ff <= pc_pre;
  end
  else begin
    pc_ff <= pc_ff;
  end
end
localparam [31:0] NONE    = 32'h0000,  
                  INST1   = 32'h0004,  
                  INST2   = 32'h0008,  
                  INST3   = 32'h000C,  
                  INST4   = 32'h0010,  
                  INST5   = 32'h0014,  
                  INST6   = 32'h0018,  
                  INST7   = 32'h001C,  
                  INST8   = 32'h0020,  
                  INST9   = 32'h0024,  
                  INST10  = 32'h0028,  
                  INST11  = 32'h002C,  
                  INST12  = 32'h0030,  
                  INST13  = 32'h0034,  
                  INST14  = 32'h0038,  
                  INST15  = 32'h003C,  
                  INST16  = 32'h0040,  
                  INST17  = 32'h0044,  
                  INST18  = 32'h0048,  
                  INST19  = 32'h004C,  
                  INST20  = 32'h0050,  
                  INST21  = 32'h0054,  
                  INST22  = 32'h0058;  
always_comb begin : proc_instruction_memory
  case (pc)
    NONE    : inst = 32'b00000000000000000000000000000000;
    INST1   : inst = 32'b0100000_00011_00001_000_00010_0110011;
    INST2   : inst = 32'b0000000_00101_00010_000_01100_0110011;
    INST3   : inst = 32'b0000000_00010_00110_000_01101_0110011;
    INST4   : inst = 32'b0000000_00010_00010_000_01110_0110011;
    INST5   : inst = 32'b0000011_01111_00010_010_00100_0100011;
    INST6   : inst = 32'b111111001110_01111_000_10010_0010011;
    INST7   : inst = 32'b0_000000_01010_00001_000_1100_0_1100011;
    INST8   : inst = 32'b000000010100_00101_010_00111_0000011;
    INST9   : inst = 32'b000000000010_01011_000_00111_0010011;
    INST10  : inst = 32'b000000000111_00101_010_01100_0100011;
    INST11  : inst = 32'b0100000_00111_01011_000_00010_0110011;
    INST12  : inst = 32'b0000000_00011_00101_111_01110_0110011;
    INST13  : inst = 32'b000000001110_00101_010_10000_0100011;
    INST14  : inst = 32'b0_000000_01110_00001_000_1100_0_1100011;
    INST15  : inst = 32'b0000000_01110_01100_000_01000_0110011;
    INST16  : inst = 32'b0100000_01000_01100_000_01010_0110011;
    INST17  : inst = 32'b111111001110_01010_000_01111_0010011;
    INST18  : inst = 32'b000000001000_00010_010_01110_0000011;
    INST19  : inst = 32'b0000000_01110_10011_000_00101_0110011;
    INST20  : inst = 32'b000000001010_00010_010_01110_0000011;
    INST21  : inst = 32'b0_000000_01110_00001_000_1100_0_1100011;
    INST22  : inst = 32'b0000000_01110_01100_000_01111_0110011;
    default : inst = 32'b0;
  endcase
end
always_ff @(posedge clk or negedge reset_n) begin : proc_IF_ID_Register
  if(~reset_n) begin
     IF_ID_pc   <= 0;
     IF_ID_inst <= 0;
  end 
  else if(IF_flush) begin
    IF_ID_pc   <= 0;
    IF_ID_inst <= 0;
  end
  else if (~IF_ID_write) begin
    IF_ID_pc   <= IF_ID_pc;
    IF_ID_inst <= IF_ID_inst;
  end
  else begin
    IF_ID_pc   <= pc  ;
    IF_ID_inst <= inst;
  end
end
endmodule : IF
### config.mk
export PLATFORM = sky130hd
export DESIGN_NAME = IF
export DESIGN_NICKNAME = IF
export VERILOG_FILES = /design/flow/design.v
export SDC_FILE = /design/flow/constraint.sdc
export NUM_CORES = 4
export LEC_CHECK = 1
export CORE_UTILIZATION = 40
==> flow_summary.toml <==
# implementation run metrics
[synthesis]
synthCells = 584
synth.avg_cell_area_um2 = 8.77
ys_ff = 89
yosysWarnings = 1
flop_cell = "dfrtp_1"
ys_seq_share_pct = 43.5
ys_area_mm2 = 0.00512
edf_count = 0
ys_async_sr_fraction_pct = 100
synth_cell_type_count = 67
ys_cells = 584
syn_area_mm2 = 0.00512

[floorplan]
chipArea_mm2 = 0.0133
fp_util_pct = 41.8
core-area_mm2 = 0.0123
fp.dieH_um = 115
io_pins = 102
fp-row-count = 40
fp.dieW_um = 115

[timing]
setup_viol = 0
finalSetupTns_ps = 0
fmax_mhz = 163
worstMarginPinSlew_ps = 917
slew_headroom_pct = 38.7
maxSlewViolCount = 0
fin_crit_ps = 6120
worst_slack_ps = 6580
finalCritPeriodShare_pct = 48.2
hold_viol_final = 0
clock-skew-final_ps = 3.63
rsz0062_at_grt = "false"

[cts]
cts_root_buf = "clkbuf_16"
cts.sinks = 89
ctsResizeCount = 0
htree_levels = 3
cts_hold_buffers = 0
worstSkewPairLatency_ps = 350
clockBufferDepth = 2
numCtsBuffers = 9
cts_tree = "built"
clk_pin_slew_ps = 70
cts_setup_buffers = 0

[global_routing]
grt_max_degree = 58
grt_use_total_pct = 27.0
use_met3_pct = 7.02
top_usage_layer = "met1"
grt_first_pass_wirelength_mm = 26.3
grt_pass1_vias = 4609
antenna_found_initial = 0
grt_use_met1_pct = 48.3
overflow = 0
met2_usage_pct = 33.8

[critical_path]
worst-path-stages = 10
worstSetupPathType = "in -> reg"
r2r_slack_ps = 8740
worstPathCellList = "clkdlybuf4s50_1 > buf_4 > nor2b_1 > and4_1 > a31oi_1 > a21boi_0 > or2_1 > nor4_2 > nand4_2 > o31ai_1"
crit_buf_inv = 2
endpoint_kind = "flip-flop"
required_ps = 12950
slowest_stage = "nor2b_1"
cp-start-kind = "input pin"
reg2reg_depth = 9
arrival_ps = 6370
cp_top_family = "simple AND/OR/NAND/NOR gates"
max_stage_delay_ps = 790
cp_max_fo = 42

[cells_and_area]
drive_gt1_share_pct = 7.04
syn_to_final_growth_pct = 26.7
layout_top_cells = "clkdlybuf4s50_1, dfrtp_1, nor2_1, nand2_1, mux2i_1"
combGateArea_mm2 = 0.00265
layout_top_cell = "clkdlybuf4s50_1"
ff_latch_area_mm2 = 0.00223
fill_cells = 1110

[placed_design]
gp_congestion = 0.926
place_ws_ps = 6310
port_buffers = 99
place_hpwl_mm = 11.6

[power]
irDropWorstVdd_mv = 0.0947
leakage_nw = 2.63
pwr_density_cell_mw_per_mm2 = 126

[routing]
vias = 4939
wirelength_mm = 16.6
firstDrtPassIters = 6
first_iter_violations = 465
route.antenna.diode_count = 0
wl_per_cell_um = 19.9
ant_nets = 0
via_per_inst = 5.91
drc = 0

[run]
warnings = 25
max-cap-violations = 0

[hold_path]
min_path_cells = 2
hp-class = "reg -> reg"

[outcome]
outcome = "completed"
state kept, by name, indices dropped and copies added, names as in the netlist:
| signal | cells |
|---|---|
| IF_ID_pc | 32 |
| IF_ID_inst | 25 |
| pc_ff | 32 |
cell families (layout without fill, tap and decap cells):
kind of cell | Yosys count | after routing | synth area share [%]
buffers and inverters | 56 | 139 | 4.91
XOR/XNOR | 4 | 4 | 0.684
AND/OR/NAND/NOR | 256 | 256 | 24.8
AND-OR/OR-AND | 137 | 137 | 17.9
flip-flops | 89 | 89 | 43.5
adder cells (fa/ha/maj) | 1 | 1 | 0.244
multiplexers | 40 | 40 | 7.82
other | 1 | 2 | 0.0732
routing by layer:
metal | wire [um] | part of all wire [%]
met1 | 8570 | 52
met2 | 6490 | 39
met3 | 1360 | 8.2
met4 | 208 | 1.3
met5 | 0 | 0
synth_stat cells, types with 2 or more instances:
cell type  instances  area share [%]
nand2_1           62             4.5
mux2i_1           40             7.8
a22o_1             3            0.51
nand2b_1           6            0.73
buf_4              8             1.2
nor2b_1            4            0.49
nand4_2            2            0.49
a22oi_1            4            0.59
buf_1              5            0.37
nor4_2             3            0.73
a21oi_1           18             1.8
o21ai_0           20             2.0
o22ai_1           20             2.4
o31ai_1            3            0.44
a31oi_1            7            0.86
a2111oi_0          2            0.34
and4_1             5            0.86
nor4_1            19             2.3
dfrtp_1           89              43
clkinv_1           2            0.15
and2_1             2            0.24
a211oi_1           8             1.2
inv_1              9            0.66
a311oi_1           9             1.5
xnor2_1            4            0.68
and3_1             7            0.86
nor3_1            24             2.3
o21ai_1           19             1.9
o31a_1             2            0.34
clkbuf_1          22             1.6
a31o_2             3            0.51
nand3_1           23             2.2
nand4_1           11             1.3
nor2_1            77             5.6
a32oi_1            2            0.34
buf_2              9            0.88
final cells by class:
class	instances	share of cell area, %
clock inverters	7	0.945
flip-flops and latches	89	34.3
repair buffers	111	16.5
clock buffers	9	3.47
inverters	12	0.694
well taps	168	3.24
multi-input cells	440	40.8
worst reg2reg max path, stage by stage (launching register included):
cell     delay, ps
dfrtp_1        480
ha_1           310
nand3_1        210
nor4_1         690
mux2i_1        260
a21oi_1        120
nor4_1         420
and4_1         320
nand4_2        590
o31ai_1        450
power breakdown:
group / leakage [nW] / total, W / internal (W) / switching [W]
logic: 1.34 / 0.000215 / 0.0000832 / 0.000132
registers: 1.15 / 0.000338 / 0.000308 / 0.0000295
clock network: 0.141 / 0.000265 / 0.000137 / 0.000128
worst paths after layout:
path	endpoint	start
min in group asynchronous	IF_ID_pc[11]	reset_n
worst min-delay path	IF_ID_inst[24]	IF_ID_inst[24]
worst max register to register	IF_ID_inst[24]	pc_ff[2]
max in group asynchronous	IF_ID_inst[4]	reset_n
worst min register to register	IF_ID_inst[24]	IF_ID_inst[24]
worst max-delay path	IF_ID_inst[24]	pc_write
metrics by stage:
step	cells	hold slack (ps)	area, um^2	utilization (%)	power, W
after global placement	820	468	6200	50.6	0.000556
after global routing	836	506	6490	52.9	0.000858
after detailed placement	820	474	6200	50.6	0.000552
after floorplan	585	424	5120	-	0.000465
final	836	484	6490	52.9	0.000818
after CTS	836	490	6490	52.9	0.000821
Power is estimated from default activity; no workload was simulated.
